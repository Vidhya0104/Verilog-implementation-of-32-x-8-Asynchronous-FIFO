### design.v
module Async_FIFO(wclk,wen,wrst,rclk,ren,rrst,full,empty,data_in,data_out);
	parameter DATA_WIDTH=8, DEPTH=32, WIDTH=5;
	input wclk,wen,wrst;
	input rclk,ren,rrst;
	input [DATA_WIDTH-1:0] data_in;
	output full,empty;
	output [DATA_WIDTH-1:0] data_out;
	wire [WIDTH:0] wptr,rptr;
	wire [WIDTH:0] raddr, waddr;
	wire [WIDTH:0] wptr_sync, rptr_sync;
	synchronizer rsync(wclk,wrst,rptr,rptr_sync); 
	synchronizer wsync(rclk,rrst,wptr,wptr_sync);
	wptr_handler wph(wptr,waddr,full,wclk,wen,wrst,rptr_sync);
	rptr_handler rph(raddr,rptr,empty,rclk,ren,rrst,wptr_sync);
	fifo_mem f1(wclk,wen,rclk,ren,raddr,waddr,data_in,full,empty,data_out);
endmodule
module fifo_mem(wclk,wen,rclk,ren,raddr,waddr,data_in,full,empty,data_out);
	parameter DATA_WIDTH=8, DEPTH=32, WIDTH=5;
	input wclk,wen,rclk,ren;
	input [WIDTH:0]raddr,waddr;
	input [DATA_WIDTH-1:0] data_in;
	input full,empty;
	output reg [DATA_WIDTH-1:0] data_out;
	reg [DATA_WIDTH-1:0]fifo[0:DEPTH-1];
	always@(posedge wclk) begin
		if(wen & !full) begin
			fifo[waddr[WIDTH-1:0]] <= data_in;
		end
	end
	always@(posedge rclk) begin
		if(ren && !empty) begin
			data_out <= fifo[raddr[WIDTH-1:0]];
		end
	end
endmodule
module rptr_handler(raddr,rptr,empty,rclk,ren,rrst,wptr_sync);
	parameter WIDTH=5;
	input rclk,ren,rrst;
	input [WIDTH:0] wptr_sync;
	output reg [WIDTH:0] rptr,raddr;
	output reg empty;
	wire [WIDTH:0] rptr_nxt;
	wire [WIDTH:0] raddr_nxt;
	wire rempty;
	assign raddr_nxt=raddr+(ren & !empty);
	assign rptr_nxt=(raddr_nxt>>1)^raddr_nxt;
	assign rempty = (rptr_nxt == wptr_sync);
	always@(posedge rclk or negedge rrst) begin
		if(!rrst) begin
			raddr <= 0;
			rptr <= 0;
		end
		else begin
			raddr <= raddr_nxt;
			rptr <= rptr_nxt;
		end
	end
	always@(posedge rclk or negedge rrst) begin
		if(!rrst) begin
			empty <= 1;
		end
		else begin
			empty <= rempty;
		end
	end	
endmodule		
module synchronizer(clk, rst, din, dout);
    parameter WIDTH =5;
	 input clk, rst;
	 input [WIDTH:0]din;
	 output reg [WIDTH:0]dout;
	 reg [WIDTH:0]q1;
	 always@(posedge clk)
	 begin
	   if(!rst) begin
			q1<=0;
			dout<=0;
		end
	   else begin
			q1<=din;
			dout<=q1;
		end
	end
endmodule
module wptr_handler(wptr,waddr,full,wclk,wen,wrst,rptr_sync);
	parameter WIDTH=5;
	input wen,wclk,wrst;
	input [WIDTH:0] rptr_sync;
	output reg [WIDTH:0] wptr,waddr;
	output reg full;
	wire [WIDTH:0] wptr_nxt;
	wire [WIDTH:0] waddr_nxt;
	wire wfull;
	assign waddr_nxt=waddr+(wen & !full);
	assign wptr_nxt=(waddr_nxt>>1)^waddr_nxt;
	always@(posedge wclk or negedge wrst) begin
		if(!wrst) begin
			waddr <= 0;
			wptr <= 0;
		end
		else begin
			waddr <= waddr_nxt;
			wptr <= wptr_nxt;
		end
	end
	always@(posedge wclk or negedge wrst) begin
		if(!wrst) begin
			full <= 0;
		end
		else begin
			full <= wfull;
		end
	end	
	assign wfull = (wptr_nxt == {~rptr_sync[WIDTH:WIDTH-1],rptr_sync[WIDTH-2:0]});
endmodule		
### run.sh
#!/bin/bash
# OpenROAD 26Q1-2900-gdf79404cd8, Yosys 0.63+post, stock flow scripts
make -C /OpenROAD-flow-scripts/flow DESIGN_CONFIG=/design/flow/config.mk WORK_HOME=/design/flow/orfs finish
### config.mk
export PLATFORM = sky130hd
export DESIGN_NAME = Async_FIFO
export DESIGN_NICKNAME = Async_FIFO
export VERILOG_FILES = /design/flow/design.v
export SDC_FILE = /design/flow/constraint.sdc
export NUM_CORES = 4
export LEC_CHECK = 1
export CORE_UTILIZATION = 30
### constraint.sdc
current_design Async_FIFO

set clk_period 8.3
set clk_io_pct 0.2

create_clock -name clk0 -period $clk_period [get_ports {rclk}]
create_clock -name clk1 -period $clk_period [get_ports {wclk}]

set non_clock_inputs [all_inputs -no_clocks]
set_input_delay [expr $clk_period * $clk_io_pct] -clock clk0 $non_clock_inputs
set_output_delay [expr $clk_period * $clk_io_pct] -clock clk0 [all_outputs]
==> results.txt <==
Status on the layout run. For this run, the number of Yosys warnings is 4. Yosys reported that registers with async set or reset make up 7.69%. The final antenna diode tally reported by the flow is 0. Core utilization of the finished layout landed at 35.3%.

Sequential area share after synthesis landed at 74.3%. At the end of routability-driven placement, the weighted congestion stood at 0.802. The script logs the ratio of routed vias to standard cells as 4.62. Count of distinct cell types in the synthesized netlist landed at 42.

Area reported by Yosys stat landed at 12100 um^2. The worst setup path is captured at a register. The initial antenna violation count is 0. At the worst endpoint, the required time is 8.47 ns. The cell count after synthesis came out at 604. For this run, the leading register cell type out of synthesis is edfxtp_1. Of all cell types, the one taking the most synthesized area is edfxtp_1.

Sum of routed wire length over all layers landed at 22700 um. Share of the synthesized area in the top cell type landed at 65.4%. Number of enable flip-flop cells landed at 264.

The library cell used most frequently in the layout, excluding fill and tap cells, is edfxtp_1. The report puts the cell count of the worst reg-to-reg path at 4. STA puts the critical path data arrival time at 4.60 ns.

Number of iterations in the first detailed-routing pass landed at 5. Maximum clock skew at final layout landed at 0.00960 ns. Count of final setup violators landed at 0. Setup repair after global routing left no endpoint under its margin.

Clock slew seen by the registers of the worst setup and hold paths landed at 0.06 ns. For this design the ratio of total power to cell area is 342 nW/um^2. Transition at the pin with the smallest max-transition slack landed at 0.876 ns. Area of the chip landed at 41200 um^2. The path class of the tightest hold or removal check is reg2reg. Standard-cell row count landed at 73. The top cell types in the final layout, fill and taps aside, are edfxtp_1 (264), mux4_2 (80), nor2_1 (35), clkbuf_16 (34), and2_1 (26).

Routed via count landed at 5536. Final number of hold-violating endpoints landed at 0. In the hold timing report, the worst path depth is 1. Starting density of the core landed at 30.4%. Global routing used 12.1% of the available tracks. The synthesis stat section lists a flop and latch total of 312.

Highest ir drop seen on vdd landed at 0.000148 V. Overall overflow remaining after global route landed at 0. TritonCTS built the clock tree. The worst setup path is launched from an input pin. The first global-routing pass estimated 35100 um of wire. Count of instantiated cells in the yosys netlist landed at 604. The core region is 39800 um^2. Looking at the critical path, the highest net fanout was 9.

The slew check shows that the tightest pin keeps a relative margin of 41.5%. In the post-synthesis netlist, the biggest area contributors are edfxtp_1 (65%), mux4_2 (15%), dfrtp_1 (4.7%). After legalization and detailed placement, the total HPWL measured 14500 um.

Die width landed at 203 um. Average wire per cell in the routed design landed at 18.9 um. The final timing report lists a max-slew violation count of 0. Hold buffer count at CTS landed at 0. Vertical die dimension landed at 203 um. The via count of the first global-routing pass is 6016. Sum of negative setup slack landed at 0 ns. The leakage component of the power was reported as 0.00452 uW. Post-route antenna net violation count landed at 0. Number of remaining DRC errors landed at 0. Ratio of cells with drive above 1 in the final layout landed at 23.6%. A synthesized cell averages 20.1 um^2.

The run finished with clean final reports. Count of boundary I/O pins landed at 24. Count of input and output buffers landed at 22. The number of setup buffers added after CTS is 0. Summed instance area of the synthesized netlist landed at 12100 um^2. Quantity of gates resized following cts landed at 0. Number of maximum-capacitance constraint violations landed at 0.

Detailed-route iteration 0 reported a violation count of 331. The worst setup path is of the in2reg kind. Clock sink total landed at 312.

Entering global routing, the biggest net connects 37 pins. In this run the tools logged warnings totalling 26. Between the synthesized netlist and the finished layout, the area growth was recorded as 16.1%.
path summary, 6_finish.rpt:
kind,end,slack (ns),from
setup / recovery,rph.empty$_DFF_PN1_,3.87,ren
hold / removal,rsync.q1[1]$_SDFF_PN0_,0.19,rph.rptr[1]$_DFF_PN0_
setup reg to reg,f1.data_out[6]$_DFFE_PN_,5.05,rph.raddr[0]$_DFF_PN0_
hold reg to reg,rsync.q1[1]$_SDFF_PN0_,0.19,rph.rptr[1]$_DFF_PN0_
max in group clk1,wph.full$_DFF_PN0_,4.58,wen
max in group asynchronous,rph.empty$_DFF_PN1_,6.31,rrst
min in group clk0,wsync.dout[2]$_SDFF_PN0_,0.43,wsync.q1[2]$_SDFF_PN0_
min in group asynchronous,wph.wptr[5]$_DFF_PN0_,1.47,wrst
worst max-delay path, cell delays in order:
cell             delay (ns)
clkdlybuf4s50_1        0.45
nor2b_1                0.70
ha_1                   0.38
ha_1                   0.38
xor2_1                 0.38
xor2_1                 0.20
and3_1                 0.17
o21ai_0                0.08
nor4_1                 0.20
synthesized netlist by cell type, types with 3 or more instances:
master	count
dfxtp_1	24
edfxtp_1	264
a21oi_1	6
dfrtp_1	23
nand3b_1	3
nand2_1	15
xnor2_1	15
nor2_1	35
buf_2	8
buf_4	6
xor2_1	18
or3_1	3
inv_1	6
mux2_2	10
ha_1	4
nor3_1	6
clkbuf_1	16
and2_1	26
o21ai_0	6
mux4_2	80
a31oi_1	3
nand3_1	6
cell families after synthesis:
logic type | count (synthesis) | synth area share, %
DFF | 312 | 74.3
muxes | 90 | 15.8
adders and majority gates | 4 | 0.413
AOI/OAI and AO/OA | 27 | 1.51
buffers and inverters | 37 | 1.48
xor gates and xnor gates | 33 | 2.38
and+or+nand+nor | 101 | 4.13
metrics by stage:
stage | power, uW | hold WS (ns) | setup WS [ns] | area, um^2 | instances
after floorplan | 3020 | 0.412 | 4.56 | 12100 | 604
after global placement | 3420 | 0.416 | 3.64 | 13000 | 1139
after detailed placement | 3420 | 0.424 | 3.62 | 13000 | 1139
after CTS | 4880 | 0.177 | 3.87 | 14100 | 1199
after global routing | 5060 | 0.201 | 3.52 | 14100 | 1199
final | 4810 | 0.190 | 3.87 | 14100 | 1199
power by group:
| group | switching, uW | internal, uW |
|---|---|---|
| clock network | 577 | 871 |
| logic | 625 | 663 |
| registers | 159 | 1910 |
| total | 1360 | 3450 |
per-layer routing:
| layer | wire (um) | part of all wire, % | vias to the layer above | GRT usage, % |
|---|---|---|---|---|
| met5 | 50 | 0.22 | - | 1.43 |
| met4 | 394 | 1.7 | 2 | 2.01 |
| met3 | 2550 | 11 | 30 | 7.04 |
| met2 | 10600 | 47 | 223 | 17.6 |
| met1 | 9120 | 40 | 2782 | 16.6 |
| li1 | - | - | 2499 | - |
flip-flops by register name, indices dropped and copies added (netlist names):
signal	count
rph.raddr	5
rph.rptr	6
wsync.dout	6
wph.waddr	5
wsync.q1	6
rsync.dout	6
f1.fifo	256
wph.full	1
f1.data_out	8
wph.wptr	6
rph.empty	1
rsync.q1	6
final cells by class:
| cell class | count | area (um^2) |
|---|---|---|
| clock buffers | 38 | 866 |
| fillers | 3733 | 25800 |
| clock inverters | 22 | 213 |
| well taps | 525 | 657 |
| flip-flops and latches | 312 | 9010 |
| inverters | 6 | 22.5 |
| repair buffers | 41 | 363 |
| multi-input cells | 255 | 2940 |
Power and IR drop assume default switching activity.
